$ cat config.mk
export PLATFORM = sky130hd
export DESIGN_NAME = Park_Sys
export DESIGN_NICKNAME = Park_Sys
export VERILOG_FILES = /design/flow/design.v
export SDC_FILE = /design/flow/constraint.sdc
export NUM_CORES = 4
export LEC_CHECK = 1
export CORE_UTILIZATION = 40
$ cat constraint.sdc
current_design Park_Sys

set clk_period 3.9
set clk_io_pct 0.2

create_clock -name clk0 -period $clk_period [get_ports {clk}]

set non_clock_inputs [all_inputs -no_clocks]
set_input_delay [expr $clk_period * $clk_io_pct] -clock clk0 $non_clock_inputs
set_output_delay [expr $clk_period * $clk_io_pct] -clock clk0 [all_outputs]
$ cat design.v
`timescale 1ns / 1ns
module MEM (enable,din_a,wen_a,ren_b,clk_a,clk_b,rst,dout_b,full,empty,place);
  parameter FIFO_WIDTH='d16,
            FIFO_DEPTH='d512;
  input [FIFO_WIDTH-1:0] din_a;
  input wen_a,ren_b,clk_a,clk_b,rst,enable;
  output reg [FIFO_WIDTH-1:0] dout_b;
  output full,empty;
  reg[8:0] wr_ptr,rd_ptr;
  reg[9:0] wr_count,rd_count;
  reg [FIFO_WIDTH-1:0] mem [FIFO_DEPTH-1:0];
  output [8:0] place;
  always @(posedge clk_a)
  begin
    if (rst)
    begin
      wr_ptr <= 0 ;
      wr_count<=0;
    end
    else if ((wen_a==1 && enable==1) && ren_b==0)
    begin
      if(!(wr_ptr == rd_ptr && wr_count != rd_count))
      begin
        mem[wr_ptr]<=din_a;
        wr_ptr<=wr_ptr+1;
        wr_count<=wr_count+1;
      end
    end
  end
  always @(posedge clk_b)
  begin
    if (rst)
    begin
      dout_b <= 0;
      rd_ptr <= 0;
      rd_count<=0;
    end
    else if ((ren_b==1 && wen_a==0) && enable==1)
    begin
      if(!(wr_ptr == rd_ptr && wr_count == rd_count))
      begin
        dout_b<=mem[rd_ptr];
        rd_ptr<=rd_ptr+1;
        rd_count<=rd_count+1;
      end
    end
  end
  assign full = (wr_ptr == rd_ptr && wr_count != rd_count)?1:0;
  assign empty = (wr_ptr == rd_ptr && wr_count == rd_count)?1:0;
  assign place=wr_ptr;
endmodule
`timescale 1ns / 1ns
module Park_Sys (clk,rst_n,sen_in,sen_out,password,EXIT,Re_Enter,place_in,Green_LED,Red_LED);
  parameter IDLE = 3'b000,
            WAIT_PASSWORD = 3'b001,
            CHK_PASS=3'b010,
            RIGHT_PASS = 3'b011,
            WRONG_PASS = 3'b100,
            PLACING = 3'b101;
  input  clk,rst_n,sen_in,sen_out,EXIT,Re_Enter;
  input  [4:0] password;
  output reg Green_LED,Red_LED;
  output   [8:0] place_in;
  wire full,empty;
  reg enable;
  wire [15:0] place_out;
  MEM M0 (enable,16'hFFFF,sen_in,sen_out,clk,clk,~rst_n,place_out,full,empty,place_in);
  reg Right,Wrong;
  reg [2:0] cs,ns;
  always @(posedge clk)
  begin
    if(~rst_n )
      cs <= IDLE ;
    else
      cs <= ns;
  end
  always@(cs,Right,Wrong)
  begin
    if(cs==IDLE)
    begin
      if(sen_in==1'b1 && sen_out==1'b1)
        ns<=IDLE;
      else if (sen_in==1'b0 && sen_out==1'b0)
        ns<=IDLE;
      else if(sen_in==1'b0 && sen_out==1'b1 && empty==1'b0)
        ns <= WAIT_PASSWORD;
      else if(sen_in==1'b1 && sen_out==1'b0 && full==1'b0)
        ns <= WAIT_PASSWORD;
      else
        ns<=IDLE;
    end
    else if(cs==WAIT_PASSWORD)
    begin
      ns<=CHK_PASS;
    end
    else if (cs==CHK_PASS)
    begin
      if(Right==1'b1)
        ns<=RIGHT_PASS;
      else if(Wrong==1'b1)
        ns<=WRONG_PASS;
    end
    else if(cs==WRONG_PASS)
    begin
      ns<= WAIT_PASSWORD;
    end
    else if(cs==RIGHT_PASS)
    begin
      if(sen_in==1'b0 && sen_out==1'b1 )
        ns<=IDLE;
      else if(sen_in==1'b1 && sen_out==1'b0 )
        ns<=PLACING;
      else
        ns<= IDLE;
    end
    else if(cs==PLACING)
    begin
      if(EXIT==1'b1)
        ns<=IDLE;
      else
        ns<=IDLE;
    end
    else
    begin
      ns<=IDLE;
    end
  end
  always@(cs)
  begin
    if(cs==IDLE)
    begin
      Wrong <=1'b0;
      Right <=1'b0;
      Green_LED <= 1'b0;
      Red_LED <= 1'b0;
      enable<=0;
    end
    else if(cs==WAIT_PASSWORD)
    begin
      Green_LED<=1'b0;
      Red_LED<=1'b0;
    end
    else if(cs==CHK_PASS)
    begin
      if(password==5'b10101)
      begin
        Right<=1'b1;
        Wrong<=1'b0;
        Green_LED <= 1'b1;
        Red_LED <= 1'b0;
      end
      else if(password != 5'b10101)
      begin
        Right<=1'b0;
        Wrong<=1'b1;
        Red_LED <= 1'b1;
        Green_LED <= 1'b0;
      end
    end
    else if(cs== RIGHT_PASS)
    begin
      if(sen_in==1'b0 && sen_out==1'b1 )
      begin
        Red_LED<=1'b1;
        Green_LED<=1'b1;
                enable=1;
      end
    else if(cs==WRONG_PASS)
    begin
      Green_LED<=1'b0;
      Red_LED<=1'b0;
    end
end
    else if(cs==PLACING && EXIT==1'b1)
    begin
      enable<=1;
      Green_LED <= 1'b1;
      Red_LED <= 1'b0;
    end
    else
    begin
      enable<=0;
      Green_LED <= 1'b0;
      Red_LED <= 1'b0;
      Wrong <= 1'b0;
      Right <= 1'b0;
    end
  end
endmodule
$ cat run.sh
#!/bin/bash
# OpenROAD 26Q1-2900-gdf79404cd8, Yosys 0.63+post, stock flow scripts
make -C /OpenROAD-flow-scripts/flow DESIGN_CONFIG=/design/flow/config.mk WORK_HOME=/design/flow/orfs finish
==> run summary <==
Implementation numbers.

- Clock skew on the completed layout was measured at between 0.01 and 0.015 ns.
- The number of antenna diodes in the final layout is 0.
- For the pin with the worst max-slew slack, the measured transition is 0.824 ns.
- Post-synth the commonest register cell is dfxtp_1.
- The overall die area is 0.00643 mm^2.
- The fraction of synthesis flops using an asynchronous set or reset pin reads 0.
- The layout-stage area growth over the synthesis result reads 14.8%.
- The number of antenna violations at the first check in global routing is 0.
- The flip-flop and latch count after synthesis is 49.
- According to the I/O placement log, the pin count is 22.
- OpenROAD emitted warnings numbering 26.
- The via count of the first global-routing pass reads about 1,800.
- In this run the standard cell core region covers 0.00592 mm^2.
- The most common cell after layout, fill and taps aside is dfxtp_1.
- The nature of the critical path endpoint reads a register.
- The total of warnings raised by yosys reads 2.
- The last timing report of the flow puts the setup violation total at 0.
- The OpenROAD report gives the critical path a required time of 4.13 ns.
- The floorplan-stage core utilization reads 0.413.
- Buffers placed on the I/O ports in this run total 20.
- Each instance of the synthesized netlist takes up on average ~8.4 um^2.
- The clock transition at the registers of the reported paths reads 0.08 ns.
- After the first detailed-routing iteration, the DRC count stood at roughly 77.
- The total number of vias reads 2,056.
- The most common logic cells in the final layout are 41 x dfxtp_1, 26 x a21oi_1, 22 x nand2_1.
- The post-layout minimum cycle time reads 2.77 ns.
- The count of endpoints without a timing constraint reads 10.
- Setup repair after global routing left no endpoint under its margin.
- In this run the tightest slew margin relative to its limit is 0.450.
- The total track usage is 0.178.
- In this run the number of H-tree levels came out at 2.
- The detailed-placement wirelength estimate reads approximately 3600 um.
- The synthesized chip area reported by yosys reads between 0.002 and 0.0025 mm^2.
- The total negative setup slack is 0 ns.
- The chip height reads 80.2 um.
- The flow reported a cell area power density of 265 mW/mm^2.
- The hold buffer count at cts is 0.
- The count of library flops with an enable pin is 0.
- The synthesized netlist cell count is 290.
- The remaining global-route overflow reads 0.
- TritonCTS built the clock tree.
- The final-layout worst hold slack is 0.482 ns.
- The run finished with clean final reports.
- The buffer count from post-CTS setup fixing is 0.
- The fmax is around 360 MHz.
- The number of CTS-inserted buffers is 5.
- The worst vdd rail ir drop is 0.000157 V.
- In the routed design, unresolved DRC markers number 0.
- The site row count is 28.
- The weighted congestion reported at the end of routability-driven placement reads 0.813.
- The post-synthesis cell count from yosys reads 290.
- The data arrival time of the critical path is 3.00 ns.
- The fraction of layout instances using a drive strength above 1 reads 0.0518.
- The pin count of the biggest net entering global routing reads 25.
- The final tally of hold violations reads 0.
- The class of the most critical setup path reads primary input to register.
- STA classifies the critical path startpoint as a primary input.
- Counting the fill cells in the layout gives ~590.
- Summing every instance area after synthesis gives around 0.0024 mm^2.
- The horizontal extent of the die is 80.2 um.
- Looking at the clock tree report, the root buffer type is clkbuf_8.
- The first global-routing pass estimated 8940 um of wire.
- The detailed-route vias per instance is between 5 and 6.
- The count of different cell masters after synthesis is approximately 47.
- The number of max-cap violations reads 0.
- The wire length after detailed routing reads about 5000 um.
- The routed wire length per instance reads 13.1 um.
- The final number of max-transition violations reads 0.
- The maximum fanout encountered on the critical timing path is 10.
- The maximum buffer depth of the clock tree reads 2.
- The worst hold-check path type reads register to register.
- The number of register pins that no clock reaches reads 8.
- The number of instances resized during post-cts repair reads 0.
- For this design the static power due to leakage is 1.06 nW.
- The skew report gives the latency at the later pin of the worst-skew pair as 0.29 ns.
- The number of iterations in the first detailed-routing pass reads 4.
- The ratio of final minimum period to clock period is 0.709.
- Once detail routing completed, the nets flagged for antenna violations numbered 0.
[cell usage after synthesis (2+ instances only)]
cell type	count	share of area
dfxtp_1	41	0.34
a21oi_1	26	0.053
nand2_1	22	0.034
xor2_1	18	0.065
nor2_1	17	0.026
o21ai_0	14	0.029
nand3_1	13	0.027
nand4_1	12	0.031
or3_1	10	0.026
clkbuf_1	9	0.014
nand2b_1	9	0.023
o31ai_1	9	0.028
dlxtn_1	8	0.049
mux2i_1	8	0.033
or4_1	8	0.025
xnor2_1	7	0.025
inv_1	6	0.0092
ha_1	4	0.020
nor3_1	4	0.0082
nor4_1	4	0.010
a31oi_1	3	0.0077
and2_1	3	0.0077
nor2b_1	3	0.0077
a21o_1	2	0.0061
and3_1	2	0.0051
and3b_1	2	0.0072
and4_1	2	0.0072
buf_2	2	0.0041
nor3b_1	2	0.0061
o211ai_1	2	0.0061
o21a_1	2	0.0061
[layer usage]
metal	up-vias	track usage	wire length (um)
li1	1097	-	-
met1	926	0.289	2710
met2	26	0.265	2160
met3	7	0.0231	116
met4	0	0.0179	54
met5	-	0	0
[stage by stage]
stage	utilization	total power, W	cells	cell area [um^2]	setup slack [ns]
after floorplan	-	0.000443	290	2440	1.85
after global placement	0.458	0.000457	376	2710	0.879
after detailed placement	0.458	0.000457	376	2710	0.838
after CTS	0.474	0.000754	384	2810	1.15
after global routing	0.474	0.000776	384	2810	0.935
final	0.474	0.000744	384	2810	1.13
[path summary, 6_finish.rpt]
path,from,endpoint,cells after the start,slack [ns]
worst min register to register,M0.rd_count[9],M0.rd_count[9],2,0.48
worst max register to register,M0.wr_ptr[1],M0.wr_count[1],6,1.49
worst min-delay path,M0.rd_count[9],M0.rd_count[9],2,0.48
worst max-delay path,sen_out,M0.rd_ptr[8],6,1.13
[power by group]
group / total (W) / switching [W] / internal (W)
combinational: 0.0000275 / 0.0000146 / 0.0000129
sequential: 0.000420 / 0.000000810 / 0.000419
clock: 0.000297 / 0.000153 / 0.000144
total: 0.000744 / 0.000169 / 0.000576
[layout make-up]
type / instances / area, um^2 / area share
Tap cell: 75 / 93.8 / 0.0335
Multi-Input combinational cell: 221 / 1420 / 0.505
Sequential cell: 49 / 941 / 0.335
Timing Repair Buffer: 24 / 230 / 0.0821
Clock buffer: 6 / 82.6 / 0.0294
Inverter: 7 / 26.3 / 0.00937
Clock inverter: 2 / 13.8 / 0.00491
[logic make-up after synthesis]
family / Yosys count / share of synthesized area
AND/OR/NAND/NOR: 117 / 0.271
AND-OR/OR-AND: 67 / 0.166
flip-flops: 41 / 0.336
XOR/XNOR: 25 / 0.0896
buffers and inverters: 20 / 0.0348
multiplexers: 8 / 0.0328
latches: 8 / 0.0492
adder cells (fa/ha/maj): 4 / 0.0205
[registers in the layout, summed over array words and instances, names as in the netlist]
| name | cells |
|---|---|
| Green_LED | 1 |
| M0.rd_count | 10 |
| M0.rd_ptr | 9 |
| M0.wr_count | 10 |
| M0.wr_ptr | 9 |
| Red_LED | 1 |
| Right | 1 |
| Wrong | 1 |
| cs | 3 |
| enable | 1 |
| ns | 3 |
[worst max-delay path, stage by stage]
cell and delay (ns):
clkdlybuf4s50_1 0.49, nor2b_1 0.51, o21ai_0 0.33, buf_4 0.25, or4_1 0.50, a21oi_1 0.14
No activity file was given, so power comes from the tool's default toggle rates.
